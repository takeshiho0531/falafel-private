===== run.sh =====
#!/bin/bash
# OpenROAD 26Q1-2900-gdf79404cd8, Yosys 0.63+post, stock flow scripts
make -C /OpenROAD-flow-scripts/flow DESIGN_CONFIG=/design/flow/config.mk WORK_HOME=/design/flow/orfs finish

===== config.mk =====
export PLATFORM = sky130hd
export DESIGN_NAME = falafel_fifo
export DESIGN_NICKNAME = falafel_fifo
export VERILOG_FILES = /design/flow/design.v
export SDC_FILE = /design/flow/constraint.sdc
export NUM_CORES = 4
export LEC_CHECK = 1
export CORE_UTILIZATION = 30

===== constraint.sdc =====
current_design falafel_fifo

set clk_period 27.7
set clk_io_pct 0.2

create_clock -name clk0 -period $clk_period [get_ports {clk_i}]

set non_clock_inputs [all_inputs -no_clocks]
set_input_delay [expr $clk_period * $clk_io_pct] -clock clk0 $non_clock_inputs
set_output_delay [expr $clk_period * $clk_io_pct] -clock clk0 [all_outputs]

===== design.v =====
`timescale 1ns / 1ps
module falafel_fifo #(
    parameter NUM_ENTRIES = 64,   
    parameter DATA_W      = 16    
) (
    input logic clk_i,
    input logic rst_ni,
    input  logic read_i,    
    input  logic write_i,   
    output logic full_o,    
    output logic empty_o,   
    input  logic [DATA_W-1:0] din_i,   
    output logic [DATA_W-1:0] dout_o   
);
  logic internal_write;
  logic internal_read;
  logic internal_empty;
  logic internal_full;
  logic [DATA_W-1:0] internal_din;
  logic [DATA_W-1:0] internal_dout;
  logic empty_d, empty_q;
  logic [DATA_W-1:0] dout_d, dout_q;
  logic read_last_cycle_d, read_last_cycle_q;
  logic bypass;
  assign internal_din   = din_i;
  assign internal_write = bypass ? 1'b0 : write_i;
  falafel_fifo_internal #(
      .NUM_ENTRIES(NUM_ENTRIES),
      .DATA_W(DATA_W)
  ) i_falafel_fifo_internal (
      .clk_i,
      .rst_ni,
      .read_i (internal_read),
      .write_i(internal_write),
      .full_o (internal_full),
      .empty_o(internal_empty),
      .din_i  (internal_din),
      .dout_o (internal_dout)
  );
  always_comb begin
    empty_d = empty_q;
    read_last_cycle_d = 1'b0;
    bypass = 1'b0;
    internal_read = 1'b0;
    if (empty_q) begin
      if (!internal_empty) begin
        internal_read = 1'b1;
        empty_d = 1'b0;
        read_last_cycle_d = 1'b1;
      end else begin
        if (write_i) begin
          empty_d = 1'b0;
          bypass  = 1;
        end
      end
    end else if (read_i) begin
      if (!internal_empty) begin
        internal_read = 1'b1;
        empty_d = 1'b0;
        read_last_cycle_d = 1'b1;
      end else begin
        if (write_i) begin
          empty_d = 1'b0;
          bypass  = 1;
        end else begin
          empty_d = 1'b1;
        end
      end
    end
  end
  assign dout_d = bypass ? din_i : (read_last_cycle_q ? internal_dout : dout_q);
  always_ff @(posedge clk_i) begin
    if (!rst_ni) begin
      empty_q <= 1'b1;
      dout_q <= '0;
      read_last_cycle_q <= 1'b0;
    end else begin
      empty_q <= empty_d;
      dout_q <= dout_d;
      read_last_cycle_q <= read_last_cycle_d;
    end
  end
  assign empty_o = empty_q;
  assign dout_o  = read_last_cycle_q ? internal_dout : dout_q;
  assign full_o  = internal_full;
endmodule
`timescale 1ns / 1ps
module falafel_fifo_internal #(
    parameter NUM_ENTRIES = 64,   
    parameter DATA_W      = 16    
) (
    input logic clk_i,
    input logic rst_ni,
    input  logic read_i,    
    input  logic write_i,   
    output logic full_o,    
    output logic empty_o,   
    input  logic [DATA_W-1:0] din_i,   
    output logic [DATA_W-1:0] dout_o   
);
  localparam ADDR_W = $clog2(NUM_ENTRIES);
  localparam MAX_ENTRY = ADDR_W'(NUM_ENTRIES - 1);
  logic [DATA_W-1:0] entries_q[NUM_ENTRIES];
  logic [ADDR_W-1:0] read_addr_d;
  logic [ADDR_W-1:0] read_addr_q;
  logic [ADDR_W-1:0] write_addr_d;
  logic [ADDR_W-1:0] write_addr_q;
  logic is_last_write_d;
  logic is_last_write_q;
  logic wr_en;
  always_comb begin
    is_last_write_d = is_last_write_q;
    read_addr_d = read_addr_q;
    write_addr_d = write_addr_q;
    wr_en = 0;
    unique case ({
      write_i, read_i
    })
      2'b10:   is_last_write_d = 1;
      2'b01:   is_last_write_d = 0;
      default: ;
    endcase
    if (read_i && !empty_o) begin
      if (read_addr_q == MAX_ENTRY) begin
        read_addr_d = 0;
      end else begin
        read_addr_d = read_addr_q + 1;
      end
    end
    if (write_i && !full_o) begin
      wr_en = 1;
      if (write_addr_q == MAX_ENTRY) begin
        write_addr_d = 0;
      end else begin
        write_addr_d = write_addr_q + 1;
      end
    end
  end
  always_ff @(posedge clk_i) begin
    if (!rst_ni) begin
      for (int i = 0; i < NUM_ENTRIES; i++) entries_q[i] <= '0;
      read_addr_q     <= '0;
      write_addr_q    <= '0;
      is_last_write_q <= '0;
    end else begin
      read_addr_q     <= read_addr_d;
      write_addr_q    <= write_addr_d;
      is_last_write_q <= is_last_write_d;
      if (wr_en) entries_q[write_addr_d] <= din_i;
    end
  end
  assign full_o  = (read_addr_q == write_addr_q) && is_last_write_q;
  assign empty_o = (read_addr_q == write_addr_q) && !is_last_write_q;
  assign dout_o  = entries_q[read_addr_q];
endmodule

==> flow_metrics.tcl <==
# flow metrics
set metrics [dict create \
    r2r_cells 10 \
    cp.arrival_ns 6.33 \
    cts_resized 0 \
    setup_tns_ns 0 \
    cts_setup_buffers 0 \
    postSynthCellCount 3746 \
    comb_area_um2 14500 \
    rows 145 \
    layout.cells.non_filler 5837 \
    top_cells_by_area "edfxtp_1 (65%), nor2_1 (8.4%), mux2i_1 (8.2%)" \
    power_density_nw_per_um2 73.2 \
    wl_per_cell_um 25.8 \
    peakVddDrop_v 0.0000612 \
    seqCellArea_um2 31500 \
    dp_cells 5643 \
    cts.sinks 1061 \
    die_area_um2 159000 \
    antenna_found_initial 4 \
    area_growth_pct 13.6 \
    post-route-min-period_ns 11.87 \
    drc 0 \
    holdPathEnd "i_falafel_fifo_internal.read_addr_q[5]" \
    num-fill-cells 14800 \
    clockBufferDepth 3 \
    initCoreUtil 0.302 \
    drt_first_pass_iters 6 \
    crit_path_end_kind "output pin" \
    gr-total-overflow 0 \
    yosys_cells 3746 \
    gp_congestion 0.915 \
    worstPathMaxFanout 89 \
    cts.reportedPaths.clkPinSlew_ns 0.06 \
    cts_tree "done" \
    rrSetupSlack_ns 22.43 \
    clock.fmax_mhz 84.2 \
    track_usage 0.201 \
    leakage_uw 0.0165 \
    drv_cap 0 \
    openroad.warnings 26 \
    outcome "finished clean" \
    vias 30800 \
    die_w_um 399 \
    worstPathRequired_ns 22.16 \
    htreeDepth 3 \
    ant_nets 0 \
    place.detailed.hpwl_um 90800 \
    period_used_share 0.429 \
    fin_worst_skew_ns 0.0305 \
    drv_slew 0 \
    min_from "i_falafel_fifo_internal.read_addr_q[5]" \
    setup_viol 0 \
    layout-drive-gt1-share 0.125 \
    synth-seq-cells 1061 \
    hold_buffers 0 \
    clock_latency_ns 0.71 \
    avgSynthCellArea_um2 12.6 \
    avgViaCountPerCell 5.28 \
    n_antenna_cell 0 \
    yosysWarnings 2 \
    holdPathStages 2 \
    grt_max_degree 93 \
    cts_made_buffers 108 \
    drt_iter0_markers 2577 \
    die_h_um 399 \
    rsz0062_at_grt "false" \
    synth-edff-count 1024 \
    criticalPathCategory "reg2out" \
    rr_endpoint "dout_q[7]" \
    syn-cell-area_um2 47200 \
    ys_area_um2 47200 \
    cp-start-kind "flip-flop" \
    wl_um 151000 \
    hold_viol_final 0 \
    top_area_frac 0.651 \
    first_global_vias 30800 \
    grt_pass1_wl_um 217000 \
    coreArea_um2 156000 \
    yosysUniqueCellTypes 62 \
    top_area_cell "edfxtp_1" \
    worstMarginPinSlew_ns 1.31 \
    async_flop_share 0 \
    ctsRootBufferMaster "clkbuf_16" \
    ioPinCount 38 \
    ys_seq_share 0.667 \
    ys.flop_type "edfxtp_1" \
    min_path_type "reg2reg" \
    maxSlewHeadroom 0.118 \
    numPortBuffers 37 \
]
==> flip-flops by register name, summed over array words and instances (netlist names), named ones only <==
name                                     count
i_falafel_fifo_internal.entries_q         1024
dout_q                                      16
i_falafel_fifo_internal.read_addr_q          6
i_falafel_fifo_internal.write_addr_q         6
empty_q                                      1
i_falafel_fifo_internal.is_last_write_q      1
read_last_cycle_q                            1
==> report_power, final <==
part	switching [uW]	total [uW]	internal, uW
Sequential	34.3	1870	1830
Clock	611	1420	811
Combinational	432	638	206
==> critical path: stages (launching register included) <==
cell and delay [ns]:
dfxtp_4 0.68, buf_12 0.57, buf_4 0.74, buf_4 0.64, buf_4 0.67, mux2i_1 0.26
o22ai_1 0.10, o41ai_1 0.55, nand4_1 0.14, nor2_1 0.42, inv_1 0.13, clkdlybuf4s50_1 0.51
==> area by class of cell <==
type                    instances  share of cell area
well taps                    2058              0.0480
flip-flops and latches       1061               0.587
inverters                      19             0.00133
clock inverters                51             0.00926
multi-input cells            2313               0.270
clock buffers                 143              0.0550
repair buffers                192              0.0292
==> cell families (layout without fill, tap and decap cells) <==
logic type / Yosys count / after routing / synth area share
simple gates: 1459 / 1459 / 0.128
flops: 1061 / 1061 / 0.667
mux: 453 / 453 / 0.113
compound gates: 386 / 386 / 0.0547
buf+inv: 372 / 405 / 0.0347
xor+xnor: 12 / 12 / 0.00238
fa+ha+maj: 3 / 3 / 0.000795
==> synthesized netlist by cell type (all sizes together) (2+ instances only) <==
| cell | n |
|---|---|
| clkinv | 2 |
| a21boi | 6 |
| nand3 | 153 |
| xor2 | 7 |
| and2 | 10 |
| nor2b | 8 |
| and3 | 23 |
| o22ai | 66 |
| a41oi | 2 |
| nand4 | 34 |
| nand2b | 8 |
| ha | 3 |
| o21ai | 93 |
| nand4b | 6 |
| nand4bb | 3 |
| mux2i | 388 |
| or2 | 3 |
| nand3b | 2 |
| nor2 | 1059 |
| clkbuf | 203 |
| a22oi | 112 |
| nand2 | 131 |
| inv | 17 |
| o31ai | 3 |
| o41ai | 16 |
| a21oi | 40 |
| buf | 150 |
| a31oi | 19 |
| or3 | 3 |
| o32ai | 3 |
| nor3 | 11 |
| dfxtp | 37 |
| o211ai | 2 |
| a32o | 17 |
| edfxtp | 1024 |
| xnor2 | 5 |
| mux4 | 64 |
==> layer usage <==
metal | global-route usage | share of wire | vias up
li1 | - | - | 13500
met1 | 0.236 | 0.34 | 15000
met2 | 0.293 | 0.45 | 1962
met3 | 0.149 | 0.17 | 286
met4 | 0.0518 | 0.034 | 12
met5 | 0.00878 | 0.0017 | -
==> how the worst max path moves through the flow <==
stage	start	slack [ns]	endpoint	depth (start not counted)
after CTS	flip-flop	15.88	dout_o[2]	11
after global routing	flip-flop	15.62	dout_o[2]	11
final	flip-flop	15.83	dout_o[2]	11
==> layout by cell type (no fill, tap or decap), types with 5 or more instances in the layout <==
| master | instances |
|---|---|
| nor3_1 | 6 |
| o21ai_0 | 24 |
| mux2i_1 | 386 |
| a32o_1 | 17 |
| a21boi_0 | 5 |
| a22oi_1 | 112 |
| nand3_1 | 152 |
| clkbuf_8 | 5 |
| clkbuf_16 | 111 |
| bufinv_16 | 7 |
| clkbuf_1 | 27 |
| a21oi_1 | 39 |
| a31oi_1 | 19 |
| nand2_1 | 127 |
| buf_4 | 153 |
| clkinv_2 | 18 |
| nand4_1 | 34 |
| nand2b_1 | 7 |
| inv_1 | 17 |
| and3_1 | 23 |
| edfxtp_1 | 1024 |
| mux4_2 | 64 |
| o41ai_1 | 15 |
| nor2b_1 | 5 |
| o21ai_2 | 65 |
| clkdlybuf4s50_1 | 36 |
| and2_1 | 9 |
| dfxtp_1 | 35 |
| nor2_1 | 1053 |
| nand4b_1 | 6 |
| clkinv_1 | 22 |
| o22ai_1 | 66 |
| xor2_1 | 7 |
| nor2_4 | 6 |
==> stage by stage <==
step / hold WS [ns] / area (um2) / util / worst slack, ns / total power, uW
floorplan: 0.504 / 47200 / - / 19.14 / 2240
global placement: 0.555 / 50200 / 0.321 / 16.60 / 2530
detailed placement: 0.560 / 50200 / 0.321 / 16.63 / 2530
CTS: 0.572 / 53600 / 0.343 / 15.88 / 3940
global route: 0.610 / 53600 / 0.343 / 15.62 / 4050
finish: 0.569 / 53600 / 0.343 / 15.83 / 3930
Power is estimated from default activity; no workload was simulated.
